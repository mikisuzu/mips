[/design/flow/config.mk]
export PLATFORM = sky130hd
export DESIGN_NAME = compare
export DESIGN_NICKNAME = compare
export VERILOG_FILES = /design/flow/design.v
export SDC_FILE = /design/flow/constraint.sdc
export NUM_CORES = 4
export LEC_CHECK = 1
export CORE_AREA = 10 10 70 70
export DIE_AREA = 0 0 80 80
[/design/flow/run.sh]
#!/bin/bash
# OpenROAD 26Q1-2900-gdf79404cd8, Yosys 0.63+post, stock flow scripts
make -C /OpenROAD-flow-scripts/flow DESIGN_CONFIG=/design/flow/config.mk WORK_HOME=/design/flow/orfs finish
[/design/flow/constraint.sdc]
current_design compare

set clk_period 2.1
set clk_io_pct 0.2

create_clock -name clk0 -period $clk_period

set non_clock_inputs [all_inputs -no_clocks]
set_input_delay [expr $clk_period * $clk_io_pct] -clock clk0 $non_clock_inputs
set_output_delay [expr $clk_period * $clk_io_pct] -clock clk0 [all_outputs]
[/design/flow/design.v]
module compare(	Jump,
		OpA,
		OpB,
		Instr_input,
		taken
		);
	output reg taken;
	input      [31: 0] OpA;
	input      [31: 0] OpB;
	input      [31: 0] Instr_input;	
	input	           Jump;
	wire               br_taken;
	assign taken=br_taken|Jump;
	always begin
		case(Instr_input[31:26])
			6'b000001:begin
				case(Instr_input[20:16])
					5'b00000,5'b10000:br_taken=(OpA[31]==1)?1'b1:1'b0;		  	 
					5'b00001,5'b10001:br_taken=(OpA[31]==0)?1'b1:1'b0;	 
					default: br_taken=1'b0;
				endcase
			end			
			6'b000100:br_taken=(OpA==OpB)?1'b1:1'b0;						 
			6'b000101:br_taken=(OpA!=OpB)?1'b1:1'b0;						 
			6'b000110:br_taken=((OpA[31]==1)||(OpA==0))?1'b1:1'b0;				 
			6'b000111: begin
				br_taken=((OpA[31]==0)&&(OpA!=0))?1'b1:1'b0;			 
			end
			default:br_taken=1'b0;
		endcase
	end
	always @ ( OpA or OpB or Instr_input or br_taken ) begin
	end
endmodule
==> ci_impl_report.md <==
### Metrics collected by this job

| Metric | Value |
|---|---|
| Failing checks | `setup timing` |
| Final period util | `1.01` |
| Sw frac | `0.402` |
| DP HPWL | `2800 um` |
| P_sw | `0.104 mW` |
| Wire per inst | `15.5 um` |
| Reg power frac | `0` |
| Die height | `80 um` |
| Routed wire length | `3160 um` |
| Io pins | `98` |
| Actual slew at the worst max-slew pin | `0.267 ns` |
| Clock buf count | `0` |
| Final hold violation count | `0` |
| TritonRoute pass-1 iters | `2` |
| M1 WL | `1260 um` |
| Chip area | `6400 um2` |
| PwrDens | `166 nW/um2` |
| First-pass GRT wire length | `4570 um` |
| Routed wl met3 | `264 um` |
| Slew Limit Fails | `0` |
| CP Launch Type | `input port` |
| Syn Inst Count | `68` |
| Core Util, Final | `0.458` |
| Log Warnings | `56` |
| Core area | `3420 um2` |
| Fin crit period | `2.11 ns` |
| DR vias | `872` |
| Flop area | `0 um2` |
| Ant diodes | `0` |
| Avg Inst Size Synth | `7.53 um2` |
| Clock power share | `0` |
| Most frequent cells in the layout | `xor2_1 (27), buf_6 (16), clkdlybuf4s15_1 (16)` |
| Worst Setup End Kind | `output pin` |
| Placer congestion estimate | `0.823` |
| Int Power | `0.155 mW` |
| Library cells used by synthesis | `13` |
| Layout cells sized above 1 | `0.519` |
| Post-route setup TNS | `-0.0112 ns` |
| Worst Path Max Fanout | `4` |
| VDD IR-drop max | `0.0000782 V` |
| Synthesized area | `512 um2` |
| Most frequent logic cell in the layout | `xor2_1` |
| Relative slew slack | `0.821` |
| DRC violations left | `0` |
| Final setup viols | `1` |
| DIE WIDTH | `80 um` |
| Yosys synthesis chip area | `512 um2` |
| Yosys stat cell total | `68` |
| Synthesis warning total | `10` |
| Number of I/O port buffers | `76` |
| Initial drt markers | `11` |
| Combinational power share | `1.000` |
| Post-synth seq share | `0` |
| Area Overhead vs Synth | `205%` |
| # rows | `21` |
| Maxcap violations | `0` |
| Leak Pwr | `0.659 nW` |
| DR top layer | `met3` |
| Hold Crit Class | `input port to output pin` |
| Largest net degree at the start of global routing | `5` |
| Setup WS post-layout | `-0.0112 ns` |
| FP Core Util | `0.150` |
| Fmax | `0.474 GHz` |
| GRT Util Overall | `0.0890` |
| Setup CP Type | `input port to output pin` |
| Run status | `complete, but fails checks` |
| Post-route ant nets | `0` |
| Initial antenna violation count | `0` |
| Gr ovfl total | `0` |
| Seq cells | `0` |
| CP required | `1.68 ns` |
| Hold buffer count at cts | `0` |
| Routed length on met2 | `1640 um` |
| Worst EP arrival | `1.69 ns` |
| Number of global-route vias before repair | `989` |
| RSZ-0062 raised after global routing | `true` |
| Via density per instance | `4.27` |
-- final cells by class --
cell class         instances  area [um2]
fillers                  333        1850
repair buffers            90         778
multi-input cells         67         723
well taps                 46        57.6
inverters                  1        3.75
-- what timing repair did --
action | CTS | global route
gates resized | 183 | 77
setup buffers | 2 | 1
setup endpoints to repair | 1 | 1
cloned | 0 | 0
pin swaps | 41 | 36
-- cell usage after synthesis (all sizes together) --
library cell / number / area share
inv: 1 / 0.0073
nor2: 3 / 0.022
and4bb: 1 / 0.024
nand4: 4 / 0.049
nor4: 17 / 0.21
o41a: 1 / 0.022
xor2: 33 / 0.56
nand2: 2 / 0.015
a311oi: 1 / 0.017
a41oi: 1 / 0.017
nor3: 2 / 0.020
and2b: 1 / 0.017
o21ai: 1 / 0.017
-- critical path: stages --
cell and delay [ns]:
clkdlybuf4s50_1 0.50, nor3_4 0.05, nand2_2 0.10, buf_4 0.11, nor2_1 0.03, a311oi_1 0.29
nand2_1 0.07, buf_2 0.12
-- kinds of logic after synthesis --
group           share of synthesized area
compound gates                     0.0734
buf+inv                           0.00733
simple gates                        0.355
xor+xnor                            0.565
-- per-stage QoR --
stage / area (um2) / power, mW / setup slack (ns) / std cells / hold slack (ns)
3_3_place_gp: 1440 / 0.245 / -0.762 / 204 / 1.98
3_5_place_dp: 1440 / 0.246 / -0.776 / 204 / 1.97
2_1_floorplan: 512 / 0.0545 / 0.436 / 68 / 0.988
6_report: 1560 / 0.259 / -0.0112 / 204 / 1.42
4_1_cts: 1510 / 0.240 / -0.0447 / 204 / 1.40
5_1_grt: 1560 / 0.278 / -0.101 / 204 / 1.48
-- layer usage --
layer | vias to the layer above | GRT usage
li1 | 434 | -
met5 | - | 0
met1 | 396 | 0.103
met3 | 0 | 0.0284
met2 | 42 | 0.165
met4 | 0 | 0
-- power groups by stage --
stage	registers, mW	logic [mW]	clock network [mW]
final	0	0.259	0
after global routing	0	0.278	0
after CTS	0	0.240	0
-- final timing paths --
check,to,startpoint,slack (ns),cells after the start
worst max-delay path,taken,Instr_input[30],-0.01,8
worst min-delay path,taken,Instr_input[29],1.42,6
Power figures rest on the tool's default switching activity, not on a simulated workload.
