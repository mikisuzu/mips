### flow/config.mk
export PLATFORM = sky130hd
export DESIGN_NAME = ISS
export DESIGN_NICKNAME = ISS
export VERILOG_FILES = /design/flow/design.v
export SDC_FILE = /design/flow/constraint.sdc
export NUM_CORES = 4
export LEC_CHECK = 1
export CORE_AREA = 10 10 157 157
export DIE_AREA = 0 0 167 167
### flow/constraint.sdc
current_design ISS

set clk_period 26.1
set clk_io_pct 0.2

create_clock -name clk0 -period $clk_period

set non_clock_inputs [all_inputs -no_clocks]
set_input_delay [expr $clk_period * $clk_io_pct] -clock clk0 $non_clock_inputs
set_output_delay [expr $clk_period * $clk_io_pct] -clock clk0 [all_outputs]
### flow/design.v
module ISS (
	CLK,
	RESET,
	FREEZE,
	issue_entry_OUT,
	do_write_ISSQUEUE,
	entry_IN,
	mispredict,
	flush_fCOM,
	debug
);
parameter ISSUE_ENTRY_SIZE = 192;
output reg [ISSUE_ENTRY_SIZE-1: 0] issue_entry_OUT;
output			   	   do_write_ISSQUEUE;
input 				   CLK;
input 				   RESET;
input 				   FREEZE;
input      [ISSUE_ENTRY_SIZE-1: 0] entry_IN;
input				   mispredict;
input				   flush_fCOM;
input                   	   debug;
wire     [5: 0] write_phyReg1;
wire     [5: 0] read_phyReg_A1;
wire     [5: 0] read_phyReg_B1;
wire  		valid;
wire		ready;
wire		readyA1;
wire		readyB1;
assign write_phyReg1  	= entry_IN[179:174];
assign read_phyReg_B1 	= entry_IN[173:168];
assign read_phyReg_A1 	= entry_IN[166:161];
assign ready            = 1'b0;
assign readyA1		= 1'b0;
assign readyB1		= 1'b0;
assign valid		= 1'b1;
assign do_write_ISSQUEUE = (!FREEZE && (entry_IN != 0));
assign issue_entry_OUT    = (!do_write_ISSQUEUE) ? 0 : {valid, 10'b0, ready, write_phyReg1, read_phyReg_B1, readyB1, 
							read_phyReg_A1, readyA1, entry_IN[159:0]};
always @ (posedge CLK or negedge RESET) begin
        if (!RESET || mispredict || flush_fCOM) begin
	end
	else if (!FREEZE) begin
	end
end
endmodule
### flow/run.sh
#!/bin/bash
# OpenROAD 26Q1-2900-gdf79404cd8, Yosys 0.63+post, stock flow scripts
make -C /OpenROAD-flow-scripts/flow DESIGN_CONFIG=/design/flow/config.mk WORK_HOME=/design/flow/orfs finish
==> ci_impl_report.md <==
### Flow metrics

| Metric | Value |
|---|---|
| First DRT Iteration DRCs | 132 |
| Met2 Use GR | 19.7% |
| Placed instance count | 906 |
| Hold WS | 11.22 ns |
| DRC violations left | 0 |
| Final Cycle Share | 49.1% |
| Synth Seq Share | 0% |
| Pleak | 1.89 nW |
| Post-Syn Area per Cell | 6.27 um^2 |
| Post-DRT Antenna Nets | 0 |
| Tool Warnings | 37 |
| PortBufs | 373 |
| Hpwl dp | 15100 um |
| Routed WL | 16500 um |
| Min Tclk post-route | 12.82 ns |
| Chip height | 167 um |
| Actual slew at the worst max-slew pin | 0.741 ns |
| M1 GR Usage | 13.3% |
| First-pass GRT wire length | 23500 um |
| Flops | 0 |
| Total gr overflow | 0 |
| RSZ-0062 raised after global routing | false |
| Initial antenna violation count | 0 |
| Hold_sp | FREEZE |
| GRT Util Overall | 10.9% |
| Resized cells post-CTS | 0 |
| Slew Viols, Final | 0 |
| Antenna Cells | 0 |
| Critical Path Sink Type | primary output |
| CTS Hold Bufs | 0 |
| Layout area overhead | 226% |
| Top Ports | 391 |
| Non-Filler Instances | 906 |
| Setup crit start | entry_IN[145] |
| Post-Synthesis Cell Area | 1740 um^2 |
| Slew HR | 50.2% |
| Reg area | 0 um^2 |
| # Cells Yosys | 277 |
| Gr busiest metal | met2 |
| Clock buf count | 0 |
| Synth Instances | 277 |
| Die area | 27900 um^2 |
| Final setup viols | 0 |
| Post-layout util | 26.8% |
| Max Cap Violations | 0 |
| CP required | 20.88 ns |
| Fmax | 78.0 MHz |
| Initial Util | 8.21% |
| Pin count of the biggest net entering global routing | 76 |
| Worst hold endpoint | issue_entry_OUT[149] |
| WL per Instance | 18.2 um |
| Cell Pwr Density | 13.5 nW/um^2 |
| Mean number of vias per cell | 3.55 |
| Syn. warnings | 2 |
| Routed vias | 3214 |
| Worst Hold Depth | 3 |
| Number of global-route vias before repair | 3515 |
| Std-Cell Rows | 53 |
| Routing usage on met3 | 2.77% |
| Crit start category | primary input |
| Crit Path Max Fanout | 2 |
| Data arrival, critical path | 7.60 ns |
| Post-CTS repair timing setup buffer count | 0 |
| Fraction of layout instances using a drive strength above 1 | 0.951% |
| Final-report hold violation count | 0 |
| Status | completed |
| VDD IR max | 0.00570 mV |
| Chip Width | 167 um |
| Global placement routability congestion | 0.887 |
| Cell Type Count | 11 |
| Hold WC Path Type | in2out |
| Drt first pass iters | 4 |
| Power, Total | 76.6 uW |
| Core footprint | 21200 um^2 |
| Fin Setup TNS | 0 ns |
| YS chip area | 1740 um^2 |
| Setup CP Type | in2out |
[cells by family (layout without fill, tap and decap cells)]
logic type / Yosys count / after routing / share of synthesized area [%]
buf+inv: 34 / 376 / 12.1
compound gates: 1 / 1 / 0.360
other cells: 1 / 13 / 0.216
simple gates: 241 / 241 / 87.3
[stage by stage]
stage          setup WS, ns  instance area (um^2)
6_report              13.28                  5670
3_5_place_dp          13.03                  5670
4_1_cts               13.04                  5670
5_1_grt               12.98                  5670
2_1_floorplan         14.81                  1780
3_3_place_gp          13.04                  5670
[final cells by class]
| class | instances | area (um^2) |
|---|---|---|
| fill | 2289 | 15500 |
| multi-input combinational | 255 | 1570 |
| tap | 275 | 344 |
| timing repair buffer | 376 | 3750 |
[worst max-delay path: stages]
cell	delay, ns
clkdlybuf4s50_1	0.41
nor4_1	0.67
nand4_1	0.20
nor4_1	0.35
a31oi_1	0.27
clkdlybuf4s50_1	0.48
[layer usage]
metal | wire length (um) | part of all wire, % | vias to the layer above
met1 | 6900 | 42 | 1415
met3 | 1100 | 6.6 | 2
met2 | 8510 | 51 | 151
met4 | 27 | 0.16 | 0
li1 | - | - | 1646
met5 | 0 | 0 | -
[placed cells by master, fill, tap and decap left out]
| cell type | instances |
|---|---|
| nor4_1 | 50 |
| clkdlybuf4s50_1 | 372 |
| nor2b_1 | 177 |
| buf_4 | 4 |
| nor2b_2 | 1 |
| nor4_2 | 1 |
| a31oi_1 | 1 |
| conb_1 | 13 |
| nand4_1 | 12 |
[synth_stat cells (all sizes together)]
library cell,count,area (um^2)
clkbuf,6,22.5
nor4,51,325
buf,28,188
conb,1,3.75
a31oi,1,6.26
nand4,12,75.1
nor2b,178,1120
[where the power goes]
part           internal [mW]  leakage, nW  switching [mW]
logic                 0.0560         1.89          0.0206
registers                  0            0               0
clock network              0            0               0
total                 0.0560         1.89          0.0206
[worst max-delay path by stage]
stage     slack [ns]  cells past startpoint                end
6_report       13.28                      6  do_write_ISSQUEUE
4_1_cts        13.04                      6  do_write_ISSQUEUE
5_1_grt        12.98                      6  do_write_ISSQUEUE
Power is estimated from default activity; no workload was simulated.
